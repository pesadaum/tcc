==> /design/flow/design.v <==
module i_ref_sampling #(parameter BUS_WIDTH = 10) (
  input      [BUS_WIDTH-1:0] i_ref        ,
  input                      clk          ,
  input                      rst          ,
  input                      enable       ,
  input                      ready        ,
  input                      went_unstable,
  output reg [BUS_WIDTH-1:0] i_ref_max
);
reg [BUS_WIDTH-1:0] i_ref_smp_1;
reg [BUS_WIDTH-1:0] i_ref_smp_2;
reg [BUS_WIDTH-1:0] i_ref_smp_3;
reg [BUS_WIDTH-1:0] i_ref_smp_4;
always @(posedge clk or posedge rst) begin
    if (rst) begin
        i_ref_smp_1 <= 2**BUS_WIDTH-1;
        i_ref_smp_2 <= 2**BUS_WIDTH-1;
        i_ref_smp_3 <= 2**BUS_WIDTH-1;
        i_ref_smp_4 <= 2**BUS_WIDTH-1;
        i_ref_max   <= 2**BUS_WIDTH-1;
    end
    else if (ready & !went_unstable) begin
        i_ref_smp_1 <= i_ref;
        i_ref_smp_2 <= i_ref_smp_1;
        i_ref_smp_3 <= i_ref_smp_2;
        i_ref_smp_4 <= i_ref_smp_3;
    end
    else if (went_unstable) begin
        i_ref_max <= i_ref_smp_4;
    end
end
endmodule
==> /design/flow/run.sh <==
#!/bin/bash
# OpenROAD 26Q1-2900-gdf79404cd8, Yosys 0.63+post, stock flow scripts
make -C /OpenROAD-flow-scripts/flow DESIGN_CONFIG=/design/flow/config.mk WORK_HOME=/design/flow/orfs finish
==> /design/flow/config.mk <==
export PLATFORM = sky130hd
export DESIGN_NAME = i_ref_sampling
export DESIGN_NICKNAME = i_ref_sampling
export VERILOG_FILES = /design/flow/design.v
export SDC_FILE = /design/flow/constraint.sdc
export NUM_CORES = 4
export LEC_CHECK = 1
export CORE_UTILIZATION = 50
==> /design/flow/constraint.sdc <==
current_design i_ref_sampling

set clk_period 1.0
set clk_io_pct 0.2

create_clock -name clk0 -period $clk_period [get_ports {clk}]

set non_clock_inputs [all_inputs -no_clocks]
set_input_delay [expr $clk_period * $clk_io_pct] -clock clk0 $non_clock_inputs
set_output_delay [expr $clk_period * $clk_io_pct] -clock clk0 [all_outputs]
==> changes_impl.md <==
### Physical design

- Run status: finished, violations left
- Failing checks: setup timing
- Unique masters post-synth: 7
- Worst-Skew Late Latency: 0.29 ns
- Final setup vio count: 10
- Final Max Tran Viols: 0
- Worst Slack Setup Final: -0.118 ns
- Post-CTS Hold Fix Bufs: 0
- Worst-margin pin slew: about 0.16 ns
- Worst hold slack: around 0.44 ns
- Worst Skew: around 0.006 ns
- Reg-to-reg endpoint: i_ref_smp_3[9]
- Cell area power density: around 2300 mW/mm^2
- Largest net degree at the start of global routing: 30
- Pint: around 0.0046 W
- Fp util: approximately 53%
- Switch Pwr: 0.00123 W
- Reg2Reg Depth: 1
- Fill cell count: between 200 and 250
- CP cell instances: buf_2
- CTS tree: yes
- Tot GR Track Use: about a fifth
- Critical path capture point type: primary output
- First-pass GRT wire length: 5.44 mm
- Min Tclk post-route: 1.12 ns
- Hold path depth: 3
- Worst-path fanout max: 2
- Row cnt: 22
- Yosys cell count: roughly 110
- WS Path Type: reg -> out
- Final hold violation count: 0
- Clock power share: 19.7%
- Vias: ~1000
- Synth warn: 1
- CP max-delay cell: dfstp_2
- Cell leakage power: 1.08 nW
- CTS Sinks: ~50
- Crit path from: i_ref_max[2]
- Flop-to-flop setup slack: 0.26 ns
- RSZ-0062 raised after global routing: yes
- Antenna Cells: 0
- Power, Total: a little under 0.006 W
- CTS clock-pin slew for the worst setup and hold paths: 0.08 ns
- Min-Delay Path Class: in -> reg
- Area Overhead vs Synth: 31.7%
- Post-Syn Area: between 0.0015 and 0.002 sq mm
- Residual DRC: 0
- Dpl cells: ~180
- Die area: roughly 0.0041 sq mm
- First-pass iteration count of the detailed router: 3
- Buf/Inv on CP: 1
- Longest Clk Path Bufs: 2
- Post-route insts no fill: between 150 and 200
- Final core utilization: between 60% and 70%
- HP Start: went_unstable
- GRT overflow: 0
- Yosys Chip Area: between 0.0015 and 0.002 sq mm
- H-tree depth: 2
- CP Data Required Time: ~0.8 ns
- Via/cell ratio: 5.12
- Origin of the critical flop-to-flop path: i_ref_smp_3[9]
- Detailed-route wire length per cell: roughly 16 microns
- Die Ht: between 60 and 70 microns
- Max-Cap Viols: 0
- Tool warnings: 29
- Yosys reg bits: around 50
- Number of global-route vias before repair: approximately 1100
- Switching share of power: between 20% and 30%
- CP startpoint kind: flop
- Antenna Nets Post-Route: 0
- Worst path max stage delay: roughly 0.54 ns
- Cells after Synth: ~110
- IO Pins: 25
- Power share of the sequential group: 58.9%
- Routability Congestion: 0.703
- Worst vdd ir: 1.64 mV
- Syn_area_per_cell: between 15 and 20 sq um
- Max_slew headroom: approximately nine tenths
- Delay-heaviest family, CP: flip-flops
- Root Driver: clkbuf_8
- DR iter-0 viols: 28
- Synth Seq Share: around 68%
- FMAX: roughly 0.9 GHz
- Combinational share of power: 21.4%
- CTS Buf Count: 5
- Critical path arrival: slightly above 0.9 ns
- Cycle use final: 112%
- Initial antenna violation count: 0
- Hold EP: i_ref_max[2]
- Buffers on Ports: 23
- HPWL Detailed: roughly 1.6 mm
- Final WL: 3.09 mm
- Share of layout cells above drive strength 1: approximately nine tenths
- Core area: 0.00369 sq mm
- Die W: about 64 microns
## synth_stat cells
master	number	area (sq um)
buf_2	1	5.00
mux2_1	3	33.8
buf_6	4	45.0
dfstp_2	50	1310
inv_1	1	3.75
nor2b_4	1	13.8
mux2_2	47	529
## per-stage QoR
stage | setup TNS [ns] | setup WS [ns] | area, sq um
6_report | -1.04 | -0.118 | 2560
5_1_grt | -1.43 | -0.153 | 2560
4_1_cts | -1.21 | -0.127 | 2590
3_5_place_dp | -24.66 | -0.501 | 2280
3_3_place_gp | -23.56 | -0.471 | 2280
2_1_floorplan | 0 | 0.0630 | 1950
## kinds of logic after synthesis
family | after synthesis | synth area share, %
muxes | 50 | 29.0
DFF | 50 | 67.6
buffers and inverters | 6 | 2.77
and+or+nand+nor | 1 | 0.708
## metal layers
metal  track usage (%)  wire length (microns)  part of all wire (%)  up-vias
li1                  -                      -                     -      447
met1              30.6                   1420                    46      518
met2              28.2                   1480                    48       19
met3              4.71                    141                   4.6        5
met4              2.22                     54                   1.7        0
met5                 0                      0                     0        -
## placed cells by master, fill, tap and decap left out, drive strengths merged
master,n
buf,22
clkbuf,8
clkdlybuf4s50,11
clkinv,1
clkinvlp,1
dfstp,50
dlygate4sd2,1
mux2,50
nor2b,1
## sequential cells by signal, indices dropped and copies added (netlist names)
| register | cells |
|---|---|
| i_ref_max | 10 |
| i_ref_smp_1 | 10 |
| i_ref_smp_2 | 10 |
| i_ref_smp_3 | 10 |
| i_ref_smp_4 | 10 |
## layout make-up
type / count / area (sq um) / share of cell area, %
flip-flops and latches: 50 / 1310 / 51.3
inverters: 1 / 7.51 / 0.293
well taps: 48 / 60.1 / 2.35
clock inverters: 1 / 5.00 / 0.196
clock buffers: 7 / 86.3 / 3.37
repair buffers: 35 / 405 / 15.8
multi-input cells: 51 / 682 / 26.6
## power groups by stage
stage	registers (W)	logic [W]	clock network, W
after CTS	0.00345	0.00128	0.00121
after global routing	0.00354	0.00136	0.00129
final	0.00344	0.00125	0.00115
## tightest hold or removal path, stage by stage
cell,delay (ns)
clkbuf_2,0.12
buf_4,0.21
mux2_2,0.17
## worst max-delay path by stage
| stage | slack, ns | to | depth (start not counted) |
|---|---|---|---|
| 5_1_grt | -0.15 | i_ref_max[2] | 1 |
| 4_1_cts | -0.13 | i_ref_max[2] | 1 |
| 6_report | -0.12 | i_ref_max[2] | 1 |
## timing repair
item                                    in CTS  in global routing
cloned                                       4                  0
setup buffers                                5                  0
resized                                     70                  1
endpoints found under the setup margin      60                 48
No activity file was given, so power comes from the tool's default toggle rates.
